$ cat ./design.v
module bin_to_bcd #(parameter n = 6) (
	input [n-1:0]bin,
	output [n:0]bcd
);
integer i;
reg [n:0] bcd_out;
always @ (bin) begin
	bcd_out=0;
	for(i = 0; i <= n-1; i=i+1) 
	begin
		bcd_out = {bcd_out[n-1:0], bin[n-1-i]};
		if((bcd_out[3:0] > 4'b0100) && (i != n-1)) begin
			bcd_out[3:0] = bcd_out[3:0] + 4'b0011;
		end
		if((bcd_out[n:4] > 4'b0100) && (i != n-1)) begin
			bcd_out[n:4] = bcd_out[n:4] + 4'b0011;
		end
	end
end
assign bcd = bcd_out;
endmodule
module bram #(parameter ADDR_WIDTH = 10, parameter DATA_WIDTH = 8)(
	input clk, we,
	input [ADDR_WIDTH - 1 : 0] addr_in,
	input [DATA_WIDTH - 1 : 0] data_in,
	output [DATA_WIDTH - 1 : 0] data_out
);
reg [DATA_WIDTH - 1: 0] ram [2**ADDR_WIDTH - 1 : 0];
always @ (posedge clk) begin
	if(we) begin
		ram[addr_in] <= data_in;
	end
end
assign data_out = ram[addr_in];
endmodule
module clk_divider #(parameter N=25000000)
			(
			input clk, rst,
			output reg clk_div
			);
	reg [25:0]cnt_reg, cnt_nxt;
	always @(posedge clk or negedge rst) 
	begin
		if(~rst) begin
			cnt_reg <= 0;
			clk_div <= 0;
		end
		else begin
			cnt_reg <= cnt_nxt;
			if(cnt_reg == N) 
			begin
				clk_div <= ~clk_div;
				cnt_reg <= 0;
			end
		end	
	end
	always @(cnt_reg) 
	begin 	
		cnt_nxt = cnt_reg + 1;
	end
endmodule
module cronometru(input clk, rst, input [2:0] command, output [20:0] count,
    output reg we1, 
    output [9:0] addr_in1,
    output [2:0] state_reg_out,
    output reg we2,
    output [9:0] addr_in2,
    output [11:0] count_div_out,
    input [2:0] data_from_wb1,
    input [11:0] data_from_wb2
);
	reg en, r;
	reg [9:0] addr_in1_reg = 0;
	reg [9:0] addr_in2_reg = 0;
	wire clk_div;
	wire [11:0] count_div;
	wire [6:0] h1, h2, h3;
	wire [6:0] bcd_out1;
	wire [4:0] bcd_out2;
	reg [2:0] state_reg, state_next;
	clk_divider #(.N(25000000)) a(
		.clk(clk),
		.rst(rst),
		.clk_div(clk_div)
	);
	timer b(
		.clk(clk_div),
		.rst(rst & r),
		.e(en),
		.count(count_div)
	);
	bin_to_bcd #(.n(6)) bb(
		.bin(count_div[5:0]),
		.bcd(bcd_out1)
	);
	bin_to_bcd #(.n(4)) bc(
		.bin(count_div[10:7]),
		.bcd(bcd_out2)
	);
	hex c(
		.x(bcd_out1[3:0]),
		.h(h1)
	);
	hex d(
		.x({1'b0, bcd_out1[6:4]}),
		.h(h2)
	);
	hex e(
		.x(bcd_out2[3:0]),
		.h(h3)
	);
	assign state_reg_out = state_reg;
  assign count_div_out = count_div;
  assign addr_in1 = addr_in1_reg;
  assign addr_in2 = addr_in2_reg;
	always @ (posedge clk or negedge rst) begin
		if(!rst) begin
			state_reg <= 0;	
		end
		else begin
			state_reg <= state_next;
		end
	end
	always @ (command or state_reg) begin
		r = 1;
		en = 0;
		state_next = state_reg;
		case (state_reg)
			3'b000:begin
				if(command == 3'b001) begin
					state_next = 3'b001;
					en = 1;
				end
			end
			3'b001:begin
				en = 1;
				if(command == 3'b010) begin
					state_next = 3'b010;
					en = 0;
				end
				if(command == 3'b100) begin
					state_next = 3'b011;
					addr_in2_reg = addr_in2_reg + 1;
					we2 = 1;
					en = 0;
				end
				if(command == 3'b111) begin
					state_next = 3'b100;
					addr_in1_reg = addr_in1_reg + 1;
					we1 = 1;
				end
			end
			3'b010:begin
				if(command == 3'b001) begin
					state_next = 3'b001;
					en = 1;
				end
				if(command == 3'b100) begin
					state_next = 3'b011;
					en = 0;
				end
				if(command == 3'b111) begin
					state_next = 3'b100;
					addr_in1_reg = addr_in1_reg + 1;
					we1 = 1;
				end
			end
			3'b011:begin
				we2 = 0;
				if(command == 3'b001) begin
					state_next = 3'b001;
					en = 1;
					r = 0;
				end
				if(command == 3'b111) begin
					state_next = 3'b100;
					addr_in1_reg = addr_in1_reg + 1;
					en = 1;
					we1 = 1;
				end
			end
			3'b100:begin
				we1 = 0;
				if(command == 3'b001) begin
					state_next = 3'b001;
					en = 1;
					r = 0;
				end
				if(command == 3'b010) begin
					state_next = 3'b010;
					en = 0;
				end
				if(command == 3'b100) begin
					state_next = 3'b011;
					en = 0;
				end
			end
		endcase
	end
	assign count = {h3, h2, h1};
endmodule
module hex(
input [3:0] x,
output reg [6:0] h
);
always @(*)
begin
case (x)
4'd0 : h = 7'b0000001;
4'd1 : h = 7'b1001111;
4'd2 : h = 7'b0010010;
4'd3 : h = 7'b0000110;
4'd4 : h = 7'b1001100;
4'd5 : h = 7'b0100100;
4'd6 : h = 7'b0100000;
4'd7 : h = 7'b0001111;
4'd8 : h = 7'b0000000;
4'd9 : h = 7'b0000100;
4'd10 : h = 7'b0001000;
4'd11 : h = 7'b1100000;
4'd12 : h = 7'b0110001;
4'd13 : h = 7'b1000010;
4'd14 : h = 7'b0110000;
4'd15 : h = 7'b0111000;
default: h = 7'b0000000;
endcase
end
endmodule
module timer(
	input clk, rst, e,
	output [11:0] count
);
	reg [6:0]count_reg1, count_nxt1;
	reg [3:0] count_reg2, count_nxt2;
	always @(posedge clk or negedge rst)
	begin
		if(~rst) begin
			count_reg1 <= 0;
			count_reg2 <= 0;
		end
		else begin
			count_reg1 <= count_nxt1;
			count_reg2 <= count_nxt2;
		end
	end
	always @(count_reg1) 
	begin
		count_nxt1 = count_reg1;
		count_nxt2 = count_reg2;
		if(e) begin
			if(count_reg1 == 59)
			begin
				count_nxt1 = 0;
				count_nxt2 = count_reg2 + 1;
			end
			else
			begin
				count_nxt1 = count_reg1 + 1;
				count_nxt2 = count_reg2;
			end
		end
	end
	assign count = {count_reg2, count_reg1};
endmodule
module top_system(
    input clk, rst,
    input [2:0] command,
    output [20:0] count,
    output [2:0] data_out1,
    output [11:0] data_out2
);
    wire we1, we2;
    wire [9:0] addr1, addr2;
    wire [2:0] s_reg;
    wire [11:0] c_div;
    wire [2:0] data_wb1;
    wire [11:0] data_wb2;
    wire cyc1, stb1, we_wb1, ack1;
    wire [9:0] adr_wb1;
    wire [2:0] dat_m1, dat_s1;
    wire cyc2, stb2, we_wb2, ack2;
    wire [9:0] adr_wb2;
    wire [11:0] dat_m2, dat_s2;
    cronometru inst_crono (
        .clk(clk), .rst(rst), .command(command), .count(count),
        .we1(we1), .addr_in1(addr1), .state_reg_out(s_reg),
        .we2(we2), .addr_in2(addr2), .count_div_out(c_div),
        .data_from_wb1(data_wb1), .data_from_wb2(data_wb2)
    );
    wb_cronometru #(.DATA_WIDTH(3)) m1 (
        .clk(clk), .rst_n(rst), .we_i(we1), .addr_i(addr1), .data_i(s_reg), .data_o(data_wb1),
        .wb_cyc(cyc1), .wb_stb(stb1), .wb_we(we_wb1), .wb_adr_o(adr_wb1),
        .wb_dat_o(dat_m1), .wb_dat_i(dat_s1), .wb_ack_i(ack1)
    );
    bram #(.ADDR_WIDTH(10), .DATA_WIDTH(3)) ram1 (
        .clk(clk),
        .we(we_wb1 && stb1),
        .addr_in(adr_wb1),
        .data_in(dat_m1),
        .data_out(dat_s1)
    );
    assign data_out1 = dat_s1;
    assign ack1 = stb1; 
    wb_cronometru #(.DATA_WIDTH(12)) m2 (
        .clk(clk), .rst_n(rst), .we_i(we2), .addr_i(addr2), .data_i(c_div), .data_o(data_wb2),
        .wb_cyc(cyc2), .wb_stb(stb2), .wb_we(we_wb2), .wb_adr_o(adr_wb2),
        .wb_dat_o(dat_m2), .wb_dat_i(dat_s2), .wb_ack_i(ack2)
    );
    bram #(.ADDR_WIDTH(10), .DATA_WIDTH(12)) ram2 (
        .clk(clk),
        .we(we_wb2 && stb2),
        .addr_in(adr_wb2),
        .data_in(dat_m2),
        .data_out(dat_s2)
    );
    assign data_out2 = data_wb2;
    assign ack2 = stb2;
endmodule
module wb_cronometru #(parameter ADDR_WIDTH = 10, DATA_WIDTH = 8) (
    input clk,
    input rst_n,
    input we_i,
    input [ADDR_WIDTH-1:0] addr_i,
    input [DATA_WIDTH-1:0] data_i,
    output [DATA_WIDTH-1:0] data_o,
    output reg wb_cyc,
    output reg wb_stb,
    output reg wb_we,
    output reg [ADDR_WIDTH-1:0] wb_adr_o,
    output reg [DATA_WIDTH-1:0] wb_dat_o,
    input [DATA_WIDTH-1:0] wb_dat_i,
    input wb_ack_i
);
    reg [1:0] state = 0;
    always @(posedge clk or negedge rst_n) begin
        if (!rst_n) begin
            state <= 2'b00;
            wb_cyc <= 0;
            wb_stb <= 0;
        end else begin
            case (state)
                2'b00: begin
                    state <= 2'b01;
                end
                2'b01: begin
                    wb_cyc <= 1;
                    wb_stb <= 1;
                    wb_we  <= we_i;
                    wb_adr_o <= addr_i;
                    wb_dat_o <= data_i;
                    state <= 2'b10;
                end
                2'b10: begin
                    if (wb_ack_i) begin
                        wb_stb <= 0;
                        wb_cyc <= 0;
                        state <= 2'b00;
                    end
                end
            endcase
        end
    end
    assign data_o = wb_dat_i;
endmodule
$ cat ./run.sh
#!/bin/bash
# OpenROAD 26Q1-2900-gdf79404cd8, Yosys 0.63+post, stock flow scripts
make -C /OpenROAD-flow-scripts/flow DESIGN_CONFIG=/design/flow/config.mk WORK_HOME=/design/flow/orfs finish
$ cat ./config.mk
export PLATFORM = sky130hd
export DESIGN_NAME = top_system
export DESIGN_NICKNAME = top_system
export VERILOG_FILES = /design/flow/design.v
export SDC_FILE = /design/flow/constraint.sdc
export NUM_CORES = 4
export LEC_CHECK = 1
export CORE_UTILIZATION = 50
export SYNTH_MEMORY_MAX_BITS = 65536
$ cat ./constraint.sdc
current_design top_system

set clk_period 405.5
set clk_io_pct 0.2

create_clock -name clk0 -period $clk_period [get_ports {clk}]

set non_clock_inputs [all_inputs -no_clocks]
set_input_delay [expr $clk_period * $clk_io_pct] -clock clk0 $non_clock_inputs
set_output_delay [expr $clk_period * $clk_io_pct] -clock clk0 [all_outputs]
==> load_flow_metrics.sql <==
-- physical implementation figures
INSERT INTO impl_metrics (metric_group, metric, value, unit) VALUES
('clock_network', 'ctsResizeCount', '0', ''),
('outcome', 'status', 'finished with violations', ''),
('timing', 'fmax', '0.0110', 'GHz'),
('logic_synthesis', 'yosys-stat-area', '563000', 'sq um'),
('outcome', 'violations', 'capacitance limit, slew limit', ''),
('placed_design', 'portBuffers', '39', ''),
('logic_synthesis', 'async_set_or_reset_register_ratio_after_synthesis', '0.325', '%'),
('routing', 'wl_per_cell', '35.9', 'microns'),
('grt', 'grt_max_degree', '159', ''),
('clock_network', 'clock_tree.htree_level_count', '7', ''),
('timing', 'timing.final.crit_period', '91320', 'ps'),
('clock_network', 'number_of_clock_buffers_inserted_by_tritoncts', '1530', ''),
('clock_network', 'tritoncts', 'done', ''),
('setup_path', 'cp_top_delay_family', 'buffers and inverters', ''),
('die', 'die.size.x', '1060', 'microns'),
('power', 'power_frac_seq', '53.3', '%'),
('logic_synthesis', 'synth-adder-area-share', '0.0799', '%'),
('setup_path', 'crit_path_max_fo', '50', ''),
('setup_path', 'critPathMostFrequentCell', 'buf_4', ''),
('power', 'switching_share', '20.0', '%'),
('logic_synthesis', 'ys_sh_xor', '0.0917', '%'),
('job', 'log.warning_count', '112', ''),
('setup_path', 'crit_cells', '16', ''),
('logic_synthesis', 'synth_dominant_cell_count', 'edfxtp_1', ''),
('finish', 'finalNonFillerCells', '45274', ''),
('setup_path', 'critical_path.reg2reg.endpoint', 'ram1.ram[378][2]$_DFFE_PP_', ''),
('logic_synthesis', 'synth.cell_area', '563000', 'sq um'),
('placed_design', 'post-place-ws', '315460', 'ps'),
('setup_path', 'critPathBufInv', '9', ''),
('logic_synthesis', 'synthTopCellsByCount', '14,372 x edfxtp_1, 2,997 x mux4_2, 2,305 x nor2_1', ''),
('setup_path', 'endpoint_kind', 'primary output', ''),
('clock_network', 'cts.clk_slew.worst_paths', '60', 'ps'),
('die', 'fp.dieArea', '1130000', 'sq um'),
('timing', 'finalSetupViolCount', '0', ''),
('timing', 'unclocked_regs', '33', ''),
('logic_synthesis', 'topCombFamilyByArea', 'multiplexers', ''),
('setup_path', 'critPathKind', 'reg -> out', ''),
('power', 'portion_of_total_power_attributed_to_combinational_logic', '2.5', '%'),
('routing', 'via_count', '281834', ''),
('setup_path', 'rr_startpoint', 'm1.wb_dat_o[2]$_DFFE_PP_', ''),
('timing', 'tightestPinTransition', '1520', 'ps'),
('grt', 'grt_pass1_wl', '2290000', 'microns'),
('power', 'total_power', '3030', 'uW'),
('finish', 'largest_register_ff_count', '11264', ''),
('logic_synthesis', 'synth_cell_types', '100', ''),
('setup_path', 'worst-r2r-setup-slack', '400080', 'ps'),
('timing', 'untimed_endpoints', '87', ''),
('timing', 'rsz0062_at_grt', 'false', ''),
('power', 'ir_drop_worst_vdd', '3.96', 'uV'),
('setup_path', 'crit_chain', 'buf_12, buf_4, buf_4, buf_4, buf_4, buf_4, mux4_2, a22oi_1, nand3_1, o21ai_0, o21ai_2, buf_4, a31oi_1, nand4_1, buf_4, clkdlybuf4s50_1', ''),
('power', 'clockPowerShare', '44.2', '%'),
('grt', 'grt.met1_usage', '38.8', '%'),
('job', 'cap_viol_max_count', '1', ''),
('die', 'floorplan.io_pins', '41', ''),
('setup_path', 'cpMaxStageDelayCell', 'nand4_1', ''),
('grt', 'grt.overflow.total', '0', ''),
('finish', 'area_delta_synth_final', '13.2', '%'),
('die', 'core_area', '1120000', 'sq um'),
('setup_path', 'worst_ep_arrival', '10220', 'ps'),
('routing', 'route.final.wire_length', '1620000', 'microns'),
('setup_path', 'critPathMaxStageDelay', '790', 'ps'),
('timing', 'pins_over_their_slew_limit', '2', ''),
('setup_path', 'worst_setup_path_start_kind', 'flop', ''),
('logic_synthesis', 'mux_share', '15.2', '%'),
('setup_path', 'crit_required', '324400', 'ps'),
('timing', 'final_hold_viol_count', '0', ''),
('timing', 'timing.max_slew.rel_slack', '-1.10', '%'),
('logic_synthesis', 'dominantRegCellSynth', 'edfxtp_1', ''),
('worst_hold_path', 'hold_crit_start', 'inst_crono.a.cnt_reg[8]$_DFF_PN0_', ''),
('logic_synthesis', 'yosys_warnings', '50', ''),
('setup_path', 'count_of_cells_along_the_worst_register_to_register_path', '7', '');
-- cell families after synthesis --
| logic type | Yosys count |
|---|---|
| adders and majority gates | 36 |
| xor gates and xnor gates | 59 |
| AOI/OAI and AO/OA | 2611 |
| other | 1 |
| buffers and inverters | 1825 |
| latches | 22 |
| muxes | 4699 |
| and+or+nand+nor | 3385 |
| DFF | 14439 |
-- final cells by class --
class	count	area, sq um
Antenna cell	189	473
Clock buffer	1873	40000
Clock inverter	812	7400
Fill cell	80518	484000
Inverter	44	204
Multi-Input combinational cell	10791	120000
Sequential cell	14461	434000
Tap cell	14858	18600
Timing Repair Buffer	2246	17400
-- power groups by stage --
stage         sequential, uW  combinational, uW  clock [uW]
global route            1610               79.4        1410
finish                  1620               75.1        1340
CTS                     1620               75.5        1350
-- cells in the final DEF, fill, tap and decap left out, drive strengths merged, types with 64 or more instances in the layout --
cell type	n
a211oi	97
a21oi	481
a221oi	150
a22o	103
a22oi	326
buf	2208
bufinv	126
clkbuf	1873
clkinv	617
diode	189
edfxtp	14372
inv	72
mux2	64
mux2i	1558
mux4	3077
nand2	428
nand3	118
nand4	67
nor2	2305
nor3	182
o21ai	310
o221ai	433
o22ai	424
-- per-stage QoR --
step | cell area, sq um | utilization [%]
3_5_place_dp | 590000 | 52.6
5_1_grt | 638000 | 56.8
4_1_cts | 637000 | 56.8
2_1_floorplan | 563000 | -
3_3_place_gp | 590000 | 52.6
6_report | 638000 | 56.8
-- how the worst max path moves through the flow --
| stage | endpoint |
|---|---|
| 6_report | data_out2[3] |
| 5_1_grt | data_out2[3] |
| 4_1_cts | data_out2[3] |
-- per-layer routing --
layer  vias up  routed length [microns]
met5         -                     3400
met4       191                    89200
met3      3118                   316000
met2     18809                   747000
met1    142559                   469000
li1     117157                        -
Power and IR drop assume default switching activity.
