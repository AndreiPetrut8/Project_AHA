### design/flow/design.v
module bram #(parameter ADDR_WIDTH = 10, parameter DATA_WIDTH = 8)(
	input clk, we,
	input [ADDR_WIDTH - 1 : 0] addr_in,
	input [DATA_WIDTH - 1 : 0] data_in,
	output [DATA_WIDTH - 1 : 0] data_out
);
reg [DATA_WIDTH - 1: 0] ram [2**ADDR_WIDTH - 1 : 0];
always @ (posedge clk) begin
	if(we) begin
		ram[addr_in] <= data_in;
	end
end
assign data_out = ram[addr_in];
endmodule
module wb_bram #(parameter ADDR_WIDTH = 10, DATA_WIDTH = 8) (
    input wb_clk_i,
    input wb_rst_i,
    input [ADDR_WIDTH-1:0] wb_adr_i,
    input [DATA_WIDTH-1:0] wb_dat_i,
    output [DATA_WIDTH-1:0] wb_dat_o,
    input wb_we_i,
    input wb_stb_i,
    input wb_cyc_i,
    output reg wb_ack_o
);
    bram #(.ADDR_WIDTH(ADDR_WIDTH), .DATA_WIDTH(DATA_WIDTH)) internal_ram (
        .clk(wb_clk_i),
        .we(wb_we_i && wb_stb_i && wb_cyc_i),
        .addr_in(wb_adr_i),
        .data_in(wb_dat_i),
        .data_out(wb_dat_o)
    );
    always @(posedge wb_clk_i or negedge wb_rst_i) begin
        if (!wb_rst_i) wb_ack_o <= 1'b0;
        else wb_ack_o <= wb_stb_i && wb_cyc_i && !wb_ack_o;
    end
endmodule
### design/flow/config.mk
export PLATFORM = sky130hd
export DESIGN_NAME = wb_bram
export DESIGN_NICKNAME = wb_bram
export VERILOG_FILES = /design/flow/design.v
export SDC_FILE = /design/flow/constraint.sdc
export NUM_CORES = 4
export LEC_CHECK = 1
export CORE_UTILIZATION = 40
export SYNTH_MEMORY_MAX_BITS = 65536
### design/flow/run.sh
#!/bin/bash
# OpenROAD 26Q1-2900-gdf79404cd8, Yosys 0.63+post, stock flow scripts
make -C /OpenROAD-flow-scripts/flow DESIGN_CONFIG=/design/flow/config.mk WORK_HOME=/design/flow/orfs finish
### design/flow/constraint.sdc
current_design wb_bram

set clk_period 41.0
set clk_io_pct 0.2

create_clock -name clk0 -period $clk_period [get_ports {wb_clk_i}]

set non_clock_inputs [all_inputs -no_clocks]
set_input_delay [expr $clk_period * $clk_io_pct] -clock clk0 $non_clock_inputs
set_output_delay [expr $clk_period * $clk_io_pct] -clock clk0 [all_outputs]
==> flow_summary.ini <==
; flow metrics
[outcome]
status = complete, no violations

[clock_tree]
clock_sinks = 8193
clk_path_buf_depth = 4
cts-root-buf = clkbuf_16
clk_pin_slew_ns = 0.06
post_cts_buffers = 0
numCtsBuffers = 792
ctsHtreeMaxLevel = 6
ctsResizeCount = 0
cts_tree = built
ctsHoldBuffers = 0
clock_latency_ns = 1.17

[job]
warning_count = 41
max_cap_violations = 0

[final_timing]
tightest_slew_ns = 1.360
slew_viol_final = 0
slew-limit-headroom = 0.08583
setup_ws_ns = 14.84
fin_tns_setup_ns = 0
fin_crit_ns = 26.16
min_period_over_period = 0.6380
timing.fmax_mhz = 38.23
setup_viol = 0
hold_viol = 0
rsz0062_at_grt = no
fin_skew_ns = 0

[grt]
grt_pass1_vias = 172081
grt.overflow.total = 0
grt_max_degree = 122
antenna_found_initial = 63
grt_use_total = 0.2491
grt_pass1_wl_um = 1285000

[route]
ant_nets = 0
vias = 162660
wirelength_um = 911300
drt-initial-drc-count = 11613
routed_via_density = 5.699
post-route-drc-count = 0
routedWlPerCell_um = 31.93
drt-pass1-iter-count = 6

[logic_synthesis]
syn_area_um2 = 317000
flop_cell = edfxtp_1
edf_count = 8192
syn_inst = 16725
numSynthFlops = 8193
top_area_frac = 0.7761
yosysChipArea_um2 = 317000
yosysWarnings = 2
synth.distinct_cells = 66
largest_area_cell = edfxtp_1
syn_avg_cell_area_um2 = 18.95
synth.area.top_cells = edfxtp_1 (78%), mux2i_1 (8.2%), mux4_2 (5.4%)
ys_async_sr_fraction = 0.0001221
ys_seq_frac = 0.7762
ys_cells = 16725

[layout]
nFillCells = 65679
final_cells = 28541
area_delta_synth_final_pct = 12.38
drive_gt1_frac = 0.1516

[hold_path]
hold_end = wb_ack_o
hp-start = wb_ack_o
hold_path.class = reg -> reg
min_path_cells = 1

[worst_setup_path]
critPathMaxFanout = 85
slowest_stage = nor2_1
path_class = in -> out
rrSetupSlack_ns = 40.46
cpMostUsedCell = buf_4
cp_cell_sequence = buf_16 > buf_4 > buf_4 > buf_4 > buf_4 > buf_4 > buf_4 > buf_4 > buf_4 > mux2i_1 > o22ai_1 > nor4_1 > nand3_1 > nand3_1 > o2111ai_1 > nor2_1 > buf_4 > nand4_1 > clkdlybuf4s50_1
r2r_start = wb_ack_o
worstPathRequired_ns = 32.80
r2r_end = wb_ack_o
cp-end-kind = primary output
max_stage_delay_ns = 0.95
critical_path.startpoint_type = primary input
arrival_ns = 17.96
reg2reg_depth = 1

[floorplanning]
row_count = 326
die_y_um = 892.2
die_x_um = 892.2
io_pins = 32
core_um2 = 788900
die_area_um2 = 796000
fp_util = 0.4018

[power_and_ir_drop]
cellLeakagePower_uw = 0.1157
ir_drop_mv = 0.04675
power_density_nw_per_um2 = 47.65
total_power_uw = 16970

[placement]
portBuffers = 31
post-place-ws_ns = 14.87
routabilityCongestion = 0.9050
hpwl_um = 565500
dp_cells = 26955
[critical path, delay by kind of cell]
family          cells  cell delay [ns]
mux                 1             0.29
buf+inv            11             6.26
simple gates        5             2.37
compound gates      2             0.44
[cells in the mapped netlist (12+ instances only)]
cell / number
a21oi_1: 140
nand4_1: 28
buf_2: 477
nor3_1: 94
clkbuf_1: 330
o22ai_1: 1099
o21ai_0: 172
or4_1: 56
nand2_1: 295
a22oi_1: 178
buf_6: 107
buf_4: 145
buf_1: 32
nor4_1: 229
a211oi_1: 20
o21bai_1: 33
a31oi_1: 38
a22o_1: 47
nor2_1: 1312
mux2i_1: 2592
mux4_2: 763
o2111ai_1: 72
nand3_1: 165
o31ai_1: 12
edfxtp_1: 8192
[placed cells by master, fill, tap and decap left out, types with 145 or more instances in the layout]
cell type  count
edfxtp_1    8192
mux2i_1     2592
nor2_1      1304
o22ai_1     1099
clkbuf_16    796
buf_4        784
mux4_2       763
nand2_1      263
nor4_1       228
clkinv_1     199
clkbuf_1     190
a22oi_1      178
o21ai_0      171
nand3_1      165
clkinv_2     145
[where the power goes]
| part | switching, uW | internal [uW] |
|---|---|---|
| Clock | 3140 | 3850 |
| Sequential | 0.348 | 9210 |
| Combinational | 535 | 226 |
| Total | 3680 | 13300 |
[final cells by class]
type | count | area, um2 | area share
Antenna cell | 144 | 360.3 | 0.001012
Sequential cell | 8193 | 246000 | 0.6907
Timing Repair Buffer | 828 | 6554 | 0.01840
Clock inverter | 456 | 4128 | 0.01159
Inverter | 1 | 8.758 | 0.00002459
Tap cell | 10496 | 13130 | 0.03687
Multi-Input combinational cell | 7437 | 65360 | 0.1835
Clock buffer | 986 | 20630 | 0.05792
[cell families (layout without fill, tap and decap cells)]
| family | after synthesis | count (layout) | synth area share |
|---|---|---|---|
| AND-OR/OR-AND | 1846 | 1846 | 0.03737 |
| buffers and inverters | 1095 | 2271 | 0.01921 |
| flip-flops | 8193 | 8193 | 0.7762 |
| multiplexers | 3358 | 3358 | 0.1362 |
| other | 0 | 144 | 0 |
| AND/OR/NAND/NOR | 2233 | 2233 | 0.03105 |
[flip-flops by register name, indices dropped and copies added (netlist names)]
register / flops
internal_ram.ram: 8192
wb_ack_o: 1
[layer usage]
metal | global-route usage | part of all wire | vias to the layer above
li1 | - | - | 69199
met1 | 0.2900 | 0.32 | 82210
met2 | 0.3498 | 0.45 | 9503
met3 | 0.2071 | 0.19 | 1651
met4 | 0.08530 | 0.040 | 97
met5 | 0.007216 | 0.0015 | -
[stage by stage]
step / cell area (um2) / hold slack (ns) / util
floorplan: 317000 / 0.3766 / -
global placement: 331100 / 0.4117 / 0.4197
detailed placement: 331100 / 0.4136 / 0.4197
CTS: 355800 / 0.4221 / 0.4511
global route: 355900 / 0.4312 / 0.4512
finish: 356200 / 0.4187 / 0.4515
[worst max path at each step]
stage,start,endpoint,slack [ns]
final,wb_adr_i[1],wb_dat_o[1],14.84
after global routing,wb_adr_i[1],wb_dat_o[1],14.32
after CTS,wb_adr_i[1],wb_dat_o[1],14.89
Power is estimated from default activity; no workload was simulated.
